## /design/flow/run.sh

```bash
#!/bin/bash
# OpenROAD 26Q1-2900-gdf79404cd8, Yosys 0.63+post, stock flow scripts
make -C /OpenROAD-flow-scripts/flow DESIGN_CONFIG=/design/flow/config.mk WORK_HOME=/design/flow/orfs finish
```

## /design/flow/config.mk

```make
export PLATFORM = sky130hd
export DESIGN_NAME = mips_single_cycle
export DESIGN_NICKNAME = mips_single_cycle
export VERILOG_FILES = /design/flow/design.v
export SDC_FILE = /design/flow/constraint.sdc
export NUM_CORES = 4
export LEC_CHECK = 1
export CORE_UTILIZATION = 50
```

## /design/flow/constraint.sdc

```tcl
current_design mips_single_cycle

set clk_period 25.9
set clk_io_pct 0.2

create_clock -name clk0 -period $clk_period [get_ports {clk}]

set non_clock_inputs [all_inputs -no_clocks]
set_input_delay [expr $clk_period * $clk_io_pct] -clock clk0 $non_clock_inputs
set_output_delay [expr $clk_period * $clk_io_pct] -clock clk0 [all_outputs]
```

## /design/flow/design.v

```verilog
module adder_32b (a , b, cin, cout, sum);
  input [31:0] a, b;
  input cin;
  output cout;
  output [31:0] sum;
  assign {cout, sum} = a + b + cin;
endmodule
module alu (a, b, ctrl, y, zero);
  input [31:0] a, b;
  input [2:0] ctrl;
  output [31:0] y;
  output zero;
  assign y =  (ctrl == 3'b000) ? (a & b) :
              (ctrl == 3'b001) ? (a | b) : 
              (ctrl == 3'b010) ? (a + b) :
              (ctrl == 3'b110) ? (a - b) : ((a<b) ? 32'd1: 32'd0);
  assign zero = (y == 32'd0) ? 1'b1 : 1'b0;
endmodule
module alu_controller (alu_op, func, operation);
  input [1:0] alu_op;
  input [5:0] func;
  output [2:0] operation;
  reg [2:0] operation;
  always @(alu_op, func)
  begin
    operation = 3'b000;
    if (alu_op == 2'b00)         
      operation = 3'b010;
    else if (alu_op == 2'b01)    
      operation = 3'b110;
    else if (alu_op == 2'b11)    
      operation = 3'b111;        
    else
      begin
        case (func)
          6'b100000: operation = 3'b010;   
          6'b100011: operation = 3'b110;   
          6'b100100: operation = 3'b000;   
          6'b100101: operation = 3'b001;   
          6'b101010: operation = 3'b111;   
          default:   operation = 3'b000;
        endcase
      end
  end
endmodule
module controller ( opcode, func, zero, reg_dst, mem_to_reg, reg_write, 
                    alu_src, mem_read, mem_write, pc_src, operation, J, write_dst
                  );
    input [5:0] opcode;
    input [5:0] func;
    input zero;
    output  write_dst, mem_to_reg, reg_write, alu_src, 
            mem_read, mem_write, pc_src;
    reg     write_dst, mem_to_reg, reg_write, 
            alu_src, mem_read, mem_write; 
    output [2:0] operation;
    output [1:0]J, reg_dst;
    reg [1:0] alu_op, J, reg_dst;     
    reg branch;   
    alu_controller ALU_CTRL(alu_op, func, operation);
    always @(opcode)
    begin
      {reg_dst, alu_src, mem_to_reg, reg_write, mem_read, mem_write, branch, alu_op, J, write_dst} = 12'd0;
      case (opcode)
        6'b000000 : {reg_dst, reg_write, alu_op, write_dst} = 6'b011100;   
        6'b100011 : {alu_src, mem_to_reg, reg_write, mem_read} = 4'b1111; 
        6'b101011 : {alu_src, mem_write} = 2'b11;                                 
        6'b000100 : {branch, alu_op} = 3'b101; 
        6'b001001: {reg_write, alu_src} = 2'b11; 
	6'b000010: J= 2'b01;  
	6'b000110: J= 2'b10;  
	6'b000011:  {reg_dst, write_dst, reg_write, J} = 6'b101110;  
	6'b001010: {reg_write, alu_src, alu_op, mem_to_reg} = 5'b11110;   
      endcase
    end
    assign pc_src = branch & zero;
endmodule
module datapath ( clk, rst, inst_adr, inst,
                  data_adr, data_out, data_in, 
                  reg_dst, mem_to_reg, alu_src, pc_src, alu_ctrl, reg_write,
                  zero, J, write_dst
                 );
  input  clk, rst;
  output [31:0] inst_adr;
  input  [31:0] inst;
  output [31:0] data_adr;
  output [31:0] data_out;
  input  [31:0] data_in;
  input  write_dst, mem_to_reg, alu_src, pc_src, reg_write;
  input  [2:0] alu_ctrl;
  input  [1:0] J;
  input  [1:0] reg_dst;
  output zero;
  wire [31:0] pc_out;
  wire [31:0] adder1_out;
  wire [31:0] read_data1, read_data2;
  wire [31:0] sgn_ext_out;
  wire [31:0] mux2_out;
  wire [31:0] alu_out;
  wire [31:0] adder2_out;
  wire [31:0] shl2_out;
  wire [31:0] mux3_out;
  wire [31:0] mux4_out;
  wire [31:0] mux33_out;
  wire [27:0] shift;
  wire [31:0] mux44_out;
  wire [4:0]  mux1_out;
  reg_32b PC(mux33_out, rst, 1'b1, clk, pc_out);
  adder_32b ADDER_1 (pc_out , 32'd4, 1'b0, , adder1_out);
  mux3to1_5b MUX_1(inst[20:16], inst[15:11], 5'b11111, reg_dst, mux1_out);
  mux2to1_32b MUX_11(mux4_out, adder1_out, write_dst, mux44_out);
  reg_file  RF(mux44_out, inst[25:21], inst[20:16], mux1_out, reg_write, rst, clk, read_data1, read_data2);
  sign_ext SGN_EXT(inst[15:0], sgn_ext_out);
  mux2to1_32b MUX_2(read_data2, sgn_ext_out, alu_src, mux2_out);
  alu ALU(read_data1, mux2_out, alu_ctrl, alu_out, zero);
  shl2 SHL2(sgn_ext_out, shl2_out);
  adder_32b ADDER_2(adder1_out, shl2_out, 1'b0, , adder2_out);
  mux2to1_32b MUX_3(adder1_out, adder2_out, pc_src, mux3_out);
  shl2_26 SHL22(inst[25:0],shift);
  mux3to1_32b MUX_33(mux3_out, {adder1_out[31:28],shift}, sgn_ext_out, J, mux33_out);
  mux2to1_32b MUX_4(alu_out, data_in, mem_to_reg, mux4_out);
  assign inst_adr = pc_out;
  assign data_adr = alu_out;
  assign data_out = read_data2;
endmodule
module mips_single_cycle (rst, clk, inst_adr, inst, data_adr, data_in, data_out, mem_read, mem_write);
  input rst, clk;
  output [31:0] inst_adr;
  input  [31:0] inst;
  output [31:0] data_adr;
  input  [31:0] data_in;
  output [31:0] data_out;
  output mem_read, mem_write;
  wire write_dst, mem_to_reg, alu_src, pc_src, reg_write, zero;
  wire [2:0] alu_ctrl;
  wire [1:0] reg_dst, J;
  datapath DP(  clk, rst, inst_adr, inst, data_adr, data_out, data_in, 
                reg_dst, mem_to_reg, alu_src, pc_src, alu_ctrl, reg_write, zero, J, write_dst
            );
  controller CU(  inst[31:26], inst[5:0], zero, reg_dst, mem_to_reg, reg_write, 
                  alu_src, mem_read, mem_write, pc_src, alu_ctrl, J, write_dst
                );
endmodule
module mux2to1_32b (i0, i1, sel, y);
  input [31:0] i0, i1;
  input sel;
  output [31:0] y;
  assign y = (sel==1'b1) ? i1 : i0;
endmodule
module mux3to1_32b (i0, i1, i2, sel, y);
  input [31:0] i0, i1, i2;
  input [1:0]sel;
  output [31:0] y;
  assign y = (sel==2'b00) ? i0 :
	     (sel==2'b01) ? i1 :
	     (sel==2'b10) ? i2 : 5'bx;
endmodule
module mux3to1_5b (i0, i1, i2, sel, y);
  input [4:0] i0, i1, i2;
  input [1:0]sel;
  output [4:0] y;
  assign y = (sel==2'b00) ? i0 :
	     (sel==2'b01) ? i1 :
	     (sel==2'b10) ? i2 : 5'bx;
endmodule
module reg_32b (d_in, sclr, ld, clk, d_out);
  input [31:0] d_in;
  input sclr, ld, clk;
  output [31:0] d_out;
  reg [31:0] d_out;
  always @(posedge clk)
  begin
    if (sclr==1'b1)
      d_out = 32'd0;
    else if (ld)
      d_out = d_in;
  end
endmodule
module reg_file (wr_data, rd_reg1, rd_reg2, wr_reg, reg_write, rst, clk, rd_data1, rd_data2);
  input [31:0] wr_data;
  input [4:0] rd_reg1, rd_reg2, wr_reg;
  input reg_write, rst, clk;
  output [31:0] rd_data1, rd_data2;
  reg [31:0] register_file [0:31];
  integer i;
  assign rd_data1 = (rd_reg1 == 5'b0) ? 32'd0 : register_file[rd_reg1];
  assign rd_data2 = (rd_reg2 == 5'b0) ? 32'd0 : register_file[rd_reg2];
  always @(posedge clk)
    if (rst == 1'b1)
      for (i=0; i<32 ; i=i+1 )
        register_file[i] <= 32'd0;
    else if (reg_write == 1'b1)
      if(wr_reg != 5'd0)
        register_file[wr_reg] <= wr_data;
endmodule
module shl2 (d_in, d_out);
  input [31:0] d_in;
  output [31:0] d_out;
  assign d_out = d_in << 2;
endmodule
module shl2_26 (d_in, d_out);
  input [25:0] d_in;
  output [27:0] d_out;
  assign d_out = d_in << 2;
endmodule
module sign_ext (d_in, d_out);
  input [15:0] d_in;
  output [31:0] d_out;
  assign d_out = {{16{d_in[15]}}, d_in};
endmodule
```

==> qor.yml <==
detailed_routing:
  dr.pass1.iters: 6
  via_per_inst: 6.61
  wl_mm: 226
  wire_per_inst_microns: 34.4
  vias: 43400
  drtIter0Drc: 3328
  ant_nets: 0
  drc: 0
flow_run:
  maxCapViolations: 0
  warnings: 89
clocking:
  cts_tree: "built"
  h-tree-depth: 3
  post_cts_buffers: 0
  holdBufCountCts: 0
  cts_sinks: 1056
  cts-resized-gates: 0
  cts_root_buffer: "clkbuf_16"
  worstSkewPairLatency_ps: 770
  cts.path.max_buffers: 3
  clk_pin_slew_ps: 60
  cts_buffers: 111
critical_path:
  worstPathRequired_ps: 20720
  path_cells: "buf_8, buf_4, buf_4, buf_4, mux4_2, mux4_2, nand2b_1, a21o_1, ha_1, a21oi_1, o21ai_0, a21oi_1, o211ai_1, nand2_1, a21oi_1, or2_2, a32oi_1, clkdlybuf4s50_1"
  path_class: "input pin to output pin"
  critPathBufInv: 5
  worst_ep_arrival_time_ps: 12800
  cp-end-kind: "output pin"
  start_kind: "input pin"
  crit_slowest_cell: "buf_4"
  path_delay_family: "buffers and inverters"
  max_stage_delay_ps: 720
  critPathMaxFanout: 46
power:
  peakVddDrop_v: 0.0000593
  power_density_mw_per_mm2: 68.8
  leakage_nw: 24.7
grt:
  grt_antenna_before_repair: 4
  overflow: 0
  met1_usage_pct: 48.9
  grt.busiest_layer: "met2"
  met3_usage_pct: 30.4
  grt_pass1_wl_mm: 323
  use_met2_pct: 57.8
  grt_pass1_vias: 45700
  grt_max_degree: 74
  grt.total_usage_pct: 40.5
timing:
  timing_hold_violations_final: 0
  worst_pin_slew_ps: 1060
  fmax_mhz: 55.6
  fin_hold_ws_ps: 666
  clock-skew-final_ps: 55.9
  fin_ws_ps: 7920
  slew_headroom_pct: 28.6
  setup_tns_ps: 0
  rsz0062_at_grt: "false"
  setup_viol: 0
  min_period_over_period_pct: 69.4
  period_needed_ps: 17980
  drv_slew: 0
layout:
  n_fill_cell: 9742
  fin_cells: 6565
  syn_to_final_growth_pct: 11.9
  comb_area_sq_mm: 0.0288
  drive_gt1_share_pct: 22.5
  final_area_sq_mm: 0.0692
  regArea_sq_mm: 0.0314
placed_design:
  dp.final_hpwl_mm: 141
  placedCellCount: 6364
  gp_congestion: 1.00
  place_area_sq_mm: 0.0657
  io_buffer_count: 163
  dp_slack_ps: 7920
hold_path:
  hold_path_class: "flop to flop"
die:
  core_area_sq_mm: 0.122
  die_area_sq_mm: 0.125
  rows: 128
  die_w_microns: 354
  fp_util_pct: 50.6
  die_y_microns: 354
  io_pins: 164
logic_synthesis:
  ys_ff: 1056
  ys.flop_type: "edfxtp_1"
  ys_top_cells_by_count: "nor2_1, edfxtp_1, mux4_2, clkbuf_1, nand2_1"
  async_reset_ff_share_pct: 0
  synth_seq_share_pct: 50.8
  syn_avg_cell_area_sq_um: 12.8
  ys_top_cells_by_area: "edfxtp_1, mux4_2, nor2_1"
  ys_chip_area_sq_mm: 0.0618
  syn_inst: 4814
  top_cell: "nor2_1"
  largest_area_cell: "edfxtp_1"
  enable_flop_cells: 1024
  synthesis.area_sq_mm: 0.0618
  top_area_share_pct: 49.7
  yosysUniqueCellTypes: 85
  ys_cells: 4814
  yosys_warnings: 4
run_status:
  status: "completed"
worst paths after layout:
check                                                 from                           to  slack [ps]  cells past startpoint
setup / recovery                                  inst[21]                 data_adr[29]        7920                     18
hold / removal                 DP.PC.d_out[0]$_SDFFE_PP0N_  DP.PC.d_out[0]$_SDFFE_PP0N_         670                      3
setup reg to reg  DP.RF.register_file[15][8]$_SDFFCE_PN0P_   DP.PC.d_out[21]$_SDFF_PP0_       17780                     19
hold reg to reg                DP.PC.d_out[0]$_SDFFE_PP0N_  DP.PC.d_out[0]$_SDFFE_PP0N_         670                      3
where the power goes:
part,switching (mW),total (mW),internal (mW),leakage [nW]
combinational,0.830,1.25,0.415,12.2
clock,0.689,1.55,0.863,1.68
sequential,0.0294,1.96,1.93,10.8
area by class of cell:
class                           count  area share (%)
Timing Repair Buffer              338            4.32
Tap cell                         1625            2.94
Inverter                          120           0.651
Sequential cell                  1056            45.4
Antenna cell                        2         0.00724
Multi-Input combinational cell   3225            41.7
Clock inverter                     59           0.812
Clock buffer                      140            4.20
per-layer routing:
layer  routed length [microns]  vias to the layer above
li1                          -                    18400
met1                     69300                    21100
met2                    105000                     3380
met3                     41400                      549
met4                     10000                       24
met5                       758                        -
registers in the layout, summed over array words and instances (netlist names):
| name | count |
|---|---|
| DP.RF.register_file | 1024 |
| DP.PC.d_out | 32 |
logic make-up (layout without fill, tap and decap cells):
logic type                 Yosys count  after routing  share of synthesized area [%]
other                                1             34                        0.00607
and+or+nand+nor                   1723           1723                           11.7
muxes                              693            693                           24.2
DFF                               1056           1056                           50.8
adders and majority gates          129            129                           2.65
xor gates and xnor gates            60             60                          0.850
AOI/OAI and AO/OA                  588            588                           6.37
buffers and inverters              564            657                           3.47
stage by stage:
stage	utilization [%]	power, mW
4_1_cts	56.6	4.75
3_3_place_gp	53.8	3.22
5_1_grt	56.6	4.92
6_report	56.6	4.76
3_5_place_dp	53.8	3.21
2_1_floorplan	-	2.69
cells in the final DEF, fill, tap and decap left out, types with 29 or more instances in the layout:
cell type	instances
mux2i_1	52
a21oi_1	153
clkbuf_16	112
o21ai_0	89
mux4_2	640
nand2b_1	64
nor2_1	1199
xnor2_1	39
nand2_1	166
edfxtp_1	1024
clkdlybuf4s50_1	152
nand2_2	31
conb_1	32
o211ai_1	29
buf_4	176
nor3_1	40
dfxtp_1	32
nand3_1	53
a21o_1	56
ha_1	126
inv_1	118
nand2b_2	31
worst min-delay path, stage by stage (launching register included):
cell,delay [ps]
dfxtp_1,330
nor3b_1,140
a21oi_1,110
nor2_1,50
No activity file was given, so power comes from the tool's default toggle rates.
